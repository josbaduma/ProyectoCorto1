`design/flow/run.sh`:
```
#!/bin/bash
# OpenROAD 26Q1-2900-gdf79404cd8, Yosys 0.63+post, stock flow scripts
make -C /OpenROAD-flow-scripts/flow DESIGN_CONFIG=/design/flow/config.mk WORK_HOME=/design/flow/orfs finish
```
`design/flow/config.mk`:
```
export PLATFORM = sky130hd
export DESIGN_NAME = pos_generator
export DESIGN_NICKNAME = pos_generator
export VERILOG_FILES = /design/flow/design.v
export SDC_FILE = /design/flow/constraint.sdc
export NUM_CORES = 4
export LEC_CHECK = 1
export CORE_UTILIZATION = 30
```
`design/flow/constraint.sdc`:
```
current_design pos_generator

set clk_period 9.2
set clk_io_pct 0.2

create_clock -name clk0 -period $clk_period [get_ports {clk}]

set non_clock_inputs [all_inputs -no_clocks]
set_input_delay [expr $clk_period * $clk_io_pct] -clock clk0 $non_clock_inputs
set_output_delay [expr $clk_period * $clk_io_pct] -clock clk0 [all_outputs]
```
`design/flow/design.v`:
```
`timescale 1ns / 1ps
module pos_generator(
    input clk,
    output reg [4:0] card1,
	 output reg [4:0] card2,
	 output reg [4:0] card3,
	 output reg [4:0] card4,
	 output reg [4:0] card5,
	 output reg [4:0] card6,
	 output reg [4:0] card7,
	 output reg [4:0] card8,
	 output reg [4:0] card9,
	 output reg [4:0] card10,
	 output reg [4:0] card11,
	 output reg [4:0] card12,
	 output reg [4:0] card13,
	 output reg [4:0] card14,
	 output reg [4:0] card15,
	 output reg [4:0] card16
    );
reg [4:0] state, next_state;
reg [3:0] count, next_value, i, st, nst;
reg [4:0] posicion [0:17]; 
reg avanzar0, avanzar, aceptado;
always@(clk)
begin
card1 <=  posicion[0];
card2 <= posicion[1];
card3 <= posicion[2];
card4 <= posicion[3];
card5 <= posicion[4];
card6 <= posicion[5];
card7 <= posicion[6];
card8 <= posicion[7];
card9 <= posicion[8];
card10 <= posicion[9];
card11 <= posicion[10];
card12 <= posicion[11];
card13 <= posicion[12];
card14 <= posicion[13];
card15 <= posicion[14];
card16 <= posicion[15];
end
always@(posedge clk)
begin
case(state)
    0:begin
	   count = 0;
		aceptado = 1;
	   posicion[0] = 0;
		posicion[1] = 0;
		posicion[2] = 0;
		posicion[3] = 0;
		posicion[4] = 0; 
		posicion[5] = 0;
		posicion[6] = 0;
		posicion[7] = 0;
		posicion[8] = 0;
		posicion[9] = 0;
		posicion[10] = 0;
		posicion[11] = 0;
		posicion[12] = 0;
		posicion[13] = 0;
		posicion[14] = 0;
		posicion[15] = 0;
		next_state = 1;
		next_value = 0;
	   end
	 1:begin
	  aceptado = 1;
	  next_value = $random;
	  next_state = 2;
	  end
	 2:begin
	   if(posicion[state - 2] != next_value)
		   next_state = 3;
		else
		begin
		   aceptado = 0;
		   next_state = 18;
		end
	   end
	 3:begin
	   if(posicion[state - 2] != next_value)
		   next_state = 4;
		else
		begin		
		   next_state = 18;
		   aceptado = 0;
		end
	   end
	 4:begin
	   if(posicion[state - 2] != next_value)
		   next_state = 5;
		else
      begin		
		   next_state = 18;
		   aceptado = 0;
	   end 
	   end
	 5:begin
	   if(posicion[state - 2] != next_value)
		   next_state = 6;
		else
      begin		
		   next_state = 18;
		   aceptado = 0;
		end
	   end
	 6:begin
	   if(posicion[state - 2] != next_value)
		   next_state = 7;
		else 
		begin
		   next_state = 18;
		   aceptado = 0;
		end
	   end
	 7:begin
	   if(posicion[state - 2] != next_value)
		   next_state = 8;
		else
      begin		
		   next_state = 18;
		   aceptado = 0;
		end
	   end
	8:begin
	 if(posicion[state - 2] != next_value)
		   next_state = 9;
		else
      begin		
		   next_state = 18;
		   aceptado = 0;
		end
	   end
	 9:begin
	   if(posicion[state - 2] != next_value) 
		   next_state = 10;
		else
      begin		
		   next_state = 18;
		   aceptado = 0;
		end
	   end
	 10:begin
	   if(posicion[state - 2] != next_value)
		   next_state = 11;
		else 
		begin
		   next_state = 18;
		   aceptado = 0;
		end
	   end
	 11:begin
	   if(posicion[state - 2] != next_value)
		   next_state = 12;
		else
      begin	
		   next_state = 18;
		   aceptado = 0;
		end
	   end
	 12:begin
	   if(posicion[state - 2] != next_value)
		   next_state = 13;
		else
      begin
			next_state = 18;
		   aceptado = 0;
	   end
		end
	 13:begin
	   if(posicion[state - 2] != next_value)
		   next_state = 14;
		else
      begin		
		   next_state = 18;
		   aceptado = 0;
		end
	   end
	 14:begin
	   if(posicion[state - 2] != next_value)
		   next_state = 15;
		else 
	   begin	
    		next_state = 18;
		   aceptado = 0;
		end
	   end
	 15:begin
	   if(posicion[state - 2] != next_value)
		   next_state = 16;
		else
		begin		
		   next_state = 18;
		   aceptado = 0;
		end
	   end
	 16:begin
	   if(posicion[state - 2] != next_value)
		   next_state = 17;
		else
		begin	
		   next_state = 18;
		   aceptado = 0;
		end
	   end
	 17:begin
		 if(posicion[state - 2] != next_value)
		   next_state = 18;
		 else
		 begin
		   next_state = 18;
		   aceptado = 0;
		 end
	   end
	 18:begin
	   if((count == 15) && aceptado)
		begin
		  posicion[count] = next_value + 1;
		  count = count + 1;
	     next_state = 19;
		end
	   else if(aceptado)
	   begin
	     posicion[count] = next_value + 1;
		  count = count + 1;
	     next_state = 1;
	   end
		else
	   begin
	     next_state = 1;
	   end
		end
	 19:begin
	   next_state = 4;
		end
	 default:next_state = 0;
endcase  
end
always@(posedge clk)
begin
state <= next_state;
end
endmodule 
```
==> metrics.yaml <==
run_status:
  outcome: "completed"
timing:
  post-route-worst-setup-slack_ns: 5.390
  max-slew-margin-rel_pct: 48.72
  part_of_the_cycle_the_worst_path_needs_pct: 41.42
  final_hold_viol_count: 0
  max_freq_mhz: 262.4
  final.setup.tns_ns: 0
  finalClockSkew_ns: 0.005228
  unrepaired_setup_endpoints_after_global_routing: "no"
  tightestPinTransition_ns: 0.7692
  slew_violations: 0
  finalSetupViolations: 0
  min_period_ns: 3.810
setup_path:
  worst_ep_required_time_ns: 9.49
  critical_path_peak_fanout: 26
  cell_chain_of_the_critical_path: "inv_1, ha_1, nor2b_1, a311oi_2, o21ai_1, or4_4, nor4_4, o2111ai_2, a311o_1, nand3_1"
  worstSetupEndpointType: "register"
  timing.critical_path.slowest_stage_cell: "sky130_fd_sc_hd__dfxtp_1"
  worst_path_dominant_cell_family: "simple AND/OR/NAND/NOR gates"
  critical_path.startpoint_type: "register"
  crit_arrival_ns: 4.10
  critPathBufInv: 1
  critical_path_class: "reg2reg"
  max_stage_delay_ns: 0.69
synthesis:
  ys_cells: 416
  dominantRegCellSynth: "sky130_fd_sc_hd__edfxtp_1"
  synth_warnings: 4
  edf_count: 85
  top_area_cell: "sky130_fd_sc_hd__edfxtp_1"
  syn_avg_cell_area_um2: 11.04
  yosysChipArea_um2: 4593
  ys_async_rst_share_pct: 0
  synthCells: 416
  synthTopCellsByArea: "sky130_fd_sc_hd__edfxtp_1 (56%), sky130_fd_sc_hd__and2_1 (8.3%), sky130_fd_sc_hd__nor2_1 (4.4%), sky130_fd_sc_hd__dfxtp_1 (4.4%), sky130_fd_sc_hd__nor3_1 (2.8%)"
  netlist-cell-type-count: 55
  ys_ff: 95
  synth_top_area_share_pct: 55.57
  mappedNetlistArea_um2: 4593
  fraction_of_the_yosys_area_taken_by_sequential_cells_pct: 59.93
floorplan:
  die_width_um: 125.7
  die_height_um: 125.7
  die_area_um2: 15810
  initial_util_pct: 31.13
  io-pin-count: 81
  core_area_um2: 14750
  floorplan.rows: 44
cts:
  cts.reportedPaths.clkPinSlew_ns: 0.06
  root_buffer: "sky130_fd_sc_hd__clkbuf_16"
  cts-htree-levels: 3
  postCtsResizedCells: 0
  holdBufCountCts: 0
  clock_path_buffers: 2
  clk_lat_worst_skew_ns: 0.35
  clock-sinks: 95
  number_of_buffers_added_by_the_clock_tree_synthesis_step: 9
  post-cts-setup-buffer-count: 0
  tritoncts_clock_tree: "yes"
global_routing:
  global_route.usage.total_pct: 15.84
  grt_pass1_vias: 3286
  grt_antenna_before_repair: 0
  grt-ovfl-total: 0
  grt_max_degree: 56
  global_route_wire_length_before_repair_mm: 18.47
layout:
  syn_to_final_growth_pct: 27.21
  post_route_cells_drive_above_1_share_pct: 5.657
  mostFrequentLayoutCell: "sky130_fd_sc_hd__edfxtp_1"
  postLayoutCellArea_um2: 5843
  most_frequent_logic_cells_in_the_routed_design: "sky130_fd_sc_hd__edfxtp_1 (85), sky130_fd_sc_hd__clkdlybuf4s50_1 (80), sky130_fd_sc_hd__and2_1 (61)"
pwr:
  p_total_uw: 791.6
  p_int_uw: 642.9
  net_switching_fraction_of_the_power_pct: 18.79
  share_clk_of_total_power_pct: 41.6
  net-switching-power_uw: 148.8
  worst_ir_drop_vdd_mv: 0.07128
  power_per_cell_area_nw_per_um2: 135.5
  power_leakage_nw: 2.048
  p_comb_share_pct: 0
  share_seq_of_total_power_pct: 58.4
place:
  postPlaceCellArea_um2: 5585
  dp_hpwl_mm: 8.414
  buffer_ports.inserted: 80
  place_ws_ns: 5.449
  finalWeightedCongestion: 0.8555
run:
  tool_warnings: 28
  cap_viol_max_count: 0
min_path:
  min_path_type: "reg2reg"
detailed_routing:
  via_count: 3412
  avgViaCountPerCell: 5.025
  first_pass_iters: 4
  route.final.wire_length_mm: 11.56
  drt-wirelength-per-cell_um: 17.02
  antennaDiodeCount: 0
  route.detailed.drc: 0
  initialDrtViolationCount: 259
  detail-route-antenna-nets: 0
final cells by class:
class	instances	area [um^2]
multi-input cells	288	1719
clock inverters	5	25.02
well taps	184	230.2
repair buffers	86	845.8
clock buffers	11	232.7
inverters	10	37.54
flip-flops and latches	95	2753
fillers	1396	8911
kinds of logic after synthesis:
kind of cell | after synthesis | share of synthesized area [%]
flip-flops | 95 | 59.93
AND-OR/OR-AND | 60 | 8.717
buffers and inverters | 33 | 2.915
XOR/XNOR | 7 | 1.335
multiplexers | 3 | 0.6810
AND/OR/NAND/NOR | 213 | 25.06
adder cells (fa/ha/maj) | 5 | 1.362
registers in the layout (all words and copies together), names as in the netlist:
| name | flops |
|---|---|
| posicion | 80 |
| next_state | 5 |
| state | 5 |
| count | 4 |
| aceptado | 1 |
path summary, 6_finish.rpt:
kind	from	endpoint	slack, ns	cells after the start
worst max register to register	state[1]$_DFF_P_	next_state[4]$_DFF_P_	5.39	10
worst min-delay path	next_state[0]$_DFF_P_	state[0]$_DFF_P_	0.33	0
worst max-delay path	state[1]$_DFF_P_	next_state[4]$_DFF_P_	5.39	10
worst min register to register	next_state[0]$_DFF_P_	state[0]$_DFF_P_	0.33	0
worst register-to-register path, stage by stage (launching register included):
cell	delay, ns
sky130_fd_sc_hd__dfxtp_1	0.69
sky130_fd_sc_hd__inv_1	0.10
sky130_fd_sc_hd__ha_1	0.62
sky130_fd_sc_hd__nor2b_1	0.36
sky130_fd_sc_hd__a311oi_2	0.38
sky130_fd_sc_hd__o21ai_1	0.11
sky130_fd_sc_hd__or4_4	0.53
sky130_fd_sc_hd__nor4_4	0.29
sky130_fd_sc_hd__o2111ai_2	0.25
sky130_fd_sc_hd__a311o_1	0.33
sky130_fd_sc_hd__nand3_1	0.08
through the flow:
stage / hold slack [ns] / utilization (%) / std cells
finish: 0.3270 / 39.60 / 679
global route: 0.3351 / 39.60 / 679
CTS: 0.3302 / 39.60 / 679
detailed placement: 0.3143 / 37.86 / 663
global placement: 0.3107 / 37.86 / 663
floorplan: 0.3096 / - / 416
metal layers:
layer  routed length, um  global-route usage (%)  vias up
li1                    -                       -     1661
met3                 860                   4.848       17
met2                5253                   22.61      121
met5                   0                       0        -
met4                 264                   3.118        0
met1                5181                   25.13     1613
cell usage after synthesis, types with 2 or more instances:
| master | number |
|---|---|
| sky130_fd_sc_hd__a21oi_1 | 20 |
| sky130_fd_sc_hd__or4_1 | 2 |
| sky130_fd_sc_hd__buf_2 | 5 |
| sky130_fd_sc_hd__xor2_1 | 3 |
| sky130_fd_sc_hd__ha_1 | 5 |
| sky130_fd_sc_hd__nor4_1 | 5 |
| sky130_fd_sc_hd__edfxtp_1 | 85 |
| sky130_fd_sc_hd__mux2i_1 | 2 |
| sky130_fd_sc_hd__and2_1 | 61 |
| sky130_fd_sc_hd__nor3_1 | 26 |
| sky130_fd_sc_hd__and3_1 | 5 |
| sky130_fd_sc_hd__o22ai_1 | 2 |
| sky130_fd_sc_hd__o21ai_0 | 12 |
| sky130_fd_sc_hd__dfxtp_1 | 10 |
| sky130_fd_sc_hd__xnor2_1 | 4 |
| sky130_fd_sc_hd__a32oi_1 | 2 |
| sky130_fd_sc_hd__nand4_1 | 6 |
| sky130_fd_sc_hd__nor2_1 | 54 |
| sky130_fd_sc_hd__nand3_1 | 11 |
| sky130_fd_sc_hd__o31ai_1 | 2 |
| sky130_fd_sc_hd__nand2_1 | 14 |
| sky130_fd_sc_hd__a22oi_1 | 2 |
| sky130_fd_sc_hd__o2111ai_1 | 3 |
| sky130_fd_sc_hd__nor2b_1 | 11 |
| sky130_fd_sc_hd__a211oi_1 | 2 |
| sky130_fd_sc_hd__nand3b_1 | 2 |
| sky130_fd_sc_hd__clkbuf_1 | 16 |
| sky130_fd_sc_hd__inv_1 | 10 |
| sky130_fd_sc_hd__or3_1 | 6 |
| sky130_fd_sc_hd__nand2b_1 | 3 |
power by group through the flow:
stage	registers (mW)	clock network (mW)	logic, mW
5_1_grt	0.462	0.354	0.000000854
4_1_cts	0.463	0.337	0.000000854
6_report	0.463	0.329	0.000000854
Power is estimated from default activity; no workload was simulated.
