--- flow/config.mk ---
export PLATFORM = sky130hd
export DESIGN_NAME = Memory
export DESIGN_NICKNAME = Memory
export VERILOG_FILES = /design/flow/design.v
export SDC_FILE = /design/flow/constraint.sdc
export NUM_CORES = 4
export LEC_CHECK = 1
export CORE_UTILIZATION = 30
export SYNTH_MEMORY_MAX_BITS = 65536
--- flow/constraint.sdc ---
current_design Memory

set clk_period 36.8
set clk_io_pct 0.2

create_clock -name clk0 -period $clk_period [get_ports {clk}]

set non_clock_inputs [all_inputs -no_clocks]
set_input_delay [expr $clk_period * $clk_io_pct] -clock clk0 $non_clock_inputs
set_output_delay [expr $clk_period * $clk_io_pct] -clock clk0 [all_outputs]
--- flow/design.v ---
`timescale 1ns / 1ps
module Memory(
    input clk,
    input WE,
    input [31:0] ADDR,
    input [31:0] WD,
    output reg [31:0] RD
    );
reg [31:0] Memory [255:0];
always @(negedge clk) begin
	if(WE)
		Memory[ADDR] <= WD;
	else
		RD <= Memory[ADDR];
end
endmodule
--- flow/run.sh ---
#!/bin/bash
# OpenROAD 26Q1-2900-gdf79404cd8, Yosys 0.63+post, stock flow scripts
make -C /OpenROAD-flow-scripts/flow DESIGN_CONFIG=/design/flow/config.mk WORK_HOME=/design/flow/orfs finish
==> results.yml <==
# implementation run metrics
critical_path:
  critical_path.top_delay_family: "buffers and inverters"
  worst_setup_path_start_kind: "input port"
  critical_path.slowest_cell: "o41ai_1"
  timing.critical_path.slowest_cell_delay_ns: 0.86
  instance_count_on_the_critical_path: 12
  cpMostUsedCell: "buf_4"
  worst-endpoint-required_ns: 19.21
  path_class: "input port to register"
  origin_of_the_critical_flop_to_flop_path: "Memory[79][1]"
  critPathLaunch: "ADDR[0]"
  crit_buf_inv: 7
  cell_by_cell_trace_of_the_critical_path: "buf_16 -> buf_4 -> buf_4 -> buf_4 -> buf_4 -> buf_4 -> mux4_2 -> a22oi_1 -> a21oi_1 -> o41ai_1 -> buf_4 -> nand4_1"
  worst-endpoint-arrival_ns: 12.77
  r2r.worst_path.cells: 6
  crit_path_end_kind: "register"
  crit_fanout: 50
route:
  first_iter_violations: 10363
  detail_route.first_pass.iterations: 6
  vias_per_cell: 4.680
  postRouteWirelength_mm: 857.9
  antenna_left: 0
  vias: 171374
  routed_wire_length_per_instance_um: 23.43
  route.detailed.drc: 0
logic_synthesis:
  synth-warning-count: 1
  netlist_area_um2: 309600
  top_area_share_pct: 79.76
  synth.yosys.chip_area_um2: 309600
  synth_cells: 13090
  numSynthFlops: 8224
  yosysSeqAreaShare_pct: 79.76
  count_of_instantiated_cells_in_the_yosys_netlist: 13090
  synth.top_cells.by_area: "edfxtp_1, mux4_2, a22oi_1"
  synthDominantAreaCellType: "edfxtp_1"
  yosys.cell_types.count: 20
  synthesis.area_per_instance_um2: 23.65
grt:
  grt.total_usage_pct: 17.73
  grt_max_degree: 95
  antenna_found_initial: 41
  grt_overflow_total: 0
  grtUsageMet1_pct: 15.40
  grt.met2_usage_pct: 25.11
  first_pass_grt_wire_length_mm: 1227
  first_global_vias: 203616
  global_route.peak_usage_layer: "met2"
  gr-usage-met3_pct: 17.76
final_layout:
  layout-drive-gt1-share_pct: 19.93
  finish.instance_area_um2: 392300
  final_util_pct: 38.19
  layout-area-overhead-vs-synth_pct: 26.70
  layout.area.seq_um2: 247000
  multi_input_logic_area_um2: 61890
  fillers: 90223
final_timing:
  final_skew_ns: 0.07158
  max_slew_headroom_pct: 22.57
  setup_tns_final_ns: 0
  worst-slew-pin-transition_ns: 1.149
  setup_viol: 0
  timing_hold_violations_final: 0
  final_max_slew_viol_count: 0
  grt_setup_unrepaired: "false"
clock_tree:
  clkSlewWorstSetupHoldPaths_ns: 0.03
  post_cts_buffers: 0
  cts_htree_levels: 6
  cts_resized: 0
  cts-root-buf: "clkbuf_16"
  cts_inserted_buffers: 838
  clock.latency.late_pin_ns: 1.09
  cts.path.max_buffers: 4
  clock_sinks: 8224
  cts_hold_repair.buffers: 0
  cts_tree: "built"
power_and_ir_drop:
  vdd_ir_drop_max_mv: 0.05709
  p_int_mw: 16.91
  share_seq_of_total_power_pct: 44.9
  pwr_density_cell_nw_per_um2: 59.29
  p_switching_mw: 6.349
  power.switching_fraction_pct: 27.30
  cellLeakagePower_nw: 152.8
  pwr-share-clk_pct: 51.3
  power.combinational.fraction_pct: 3.8
run:
  log_warnings: 1051
  cap_violations: 0
die:
  floorplan.initialDensity_pct: 30.14
  die.size.x_mm: 1.018
  die_h_mm: 1.018
  dieArea_um2: 1036000
  pin_count: 98
  core_area_um2: 1027000
  rows: 372
place:
  postPlaceCellArea_um2: 333000
  dpl.hpwl_mm: 473.8
  place_congestion: 0.8907
  io_buffers: 73
worst_hold_path:
  worstHoldPathCells: 5
  hold_crit_class: "register to register"
  startpoint_of_the_tightest_hold_check_path: "Memory[227][6]"
outcome:
  run_status: "finished clean"
cell usage after synthesis:
| cell | n |
|---|---|
| edfxtp_1 | 8224 |
| mux4_2 | 2048 |
| a22oi_1 | 1024 |
| a21oi_1 | 512 |
| clkbuf_1 | 497 |
| nor2_1 | 234 |
| buf_2 | 142 |
| o41ai_1 | 128 |
| buf_1 | 74 |
| buf_4 | 47 |
| buf_6 | 38 |
| nand4_1 | 33 |
| nor3_1 | 27 |
| nand2_1 | 25 |
| nand3_1 | 17 |
| nor2b_1 | 8 |
| nand2b_1 | 5 |
| and2_1 | 3 |
| inv_1 | 2 |
| or2_2 | 2 |
layer usage:
layer  routed length [µm]  share of wire (%)
met5                 3283               0.38
met4                39110                4.6
met2               403600                 47
met3               160400                 19
met1               251500                 29
sequential cells by signal (all words and copies together), names as in the netlist:
name / flops
RD: 32
Memory: 8192
layout by cell type (no fill, tap or decap), types with 3 or more instances in the layout:
cell	n
clkinvlp_2	242
diode_2	53
mux4_2	2048
nand3_4	12
o41ai_4	7
inv_4	41
nand2_1	15
inv_6	15
clkinv_8	8
nor2b_1	4
nor2_4	231
nor2_1	3
inv_16	9
clkinv_4	9
edfxtp_1	8224
o41ai_1	38
bufinv_16	118
o41ai_2	83
clkbuf_16	844
nand2_4	4
inv_8	4
nor2b_4	4
buf_8	32
buf_12	18
a22oi_1	1024
clkdlybuf4s50_1	38
nor3_2	27
nand4_1	33
a21oi_1	512
nand3_2	3
inv_1	8451
buf_4	767
nand2_2	6
clkinv_16	25
nand2b_1	3
final timing paths:
check                 to  slack (ns)
hold / removal     RD[6]        0.97
setup reg to reg   RD[1]       33.87
setup / recovery  RD[12]        6.44
hold reg to reg    RD[6]        0.97
area by class of cell:
| type | instances | area share [%] |
|---|---|---|
| Tap cell | 13651 | 4.354 |
| Clock buffer | 844 | 5.384 |
| Clock inverter | 8922 | 9.700 |
| Inverter | 1 | 0.0009569 |
| Sequential cell | 8224 | 62.96 |
| Multi-Input combinational cell | 4066 | 15.78 |
| Antenna cell | 53 | 0.03381 |
| Timing Repair Buffer | 858 | 1.794 |
worst register-to-register path: stages, from the launching register on:
cell and delay, ns:
edfxtp_1 0.35, mux4_2 0.49, a22oi_1 0.24, a21oi_1 0.15, buf_4 0.22, o41ai_2 0.97
nand4_1 0.20
kinds of logic (layout without fill, tap and decap cells):
| kind of cell | after synthesis | count (layout) | share of synthesized area (%) |
|---|---|---|---|
| mux | 2048 | 2048 | 14.90 |
| other cells | 0 | 53 | 0 |
| compound gates | 1664 | 1664 | 3.673 |
| simple gates | 354 | 354 | 0.4882 |
| flops | 8224 | 8224 | 79.76 |
| buf+inv | 800 | 10625 | 1.176 |
metrics by stage:
step                total power [mW]  std cells  setup WS [ns]  hold WS, ns
floorplan                      12.29      13090          7.227       0.8956
global placement               12.74      26801          5.272       0.9831
detailed placement             12.75      26801          5.304       0.9710
CTS                            23.65      36566          6.456       0.9590
global route                   24.76      36605          5.967        1.046
finish                         23.26      36619          6.443       0.9683
power by group through the flow:
stage | Sequential (mW) | Combinational [mW] | Clock (mW)
4_1_cts | 10.4 | 0.885 | 12.3
5_1_grt | 10.4 | 0.939 | 13.4
6_report | 10.4 | 0.879 | 11.9
Power figures rest on the tool's default switching activity, not on a simulated workload.
